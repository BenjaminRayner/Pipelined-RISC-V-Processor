--- ./config.mk ---
export PLATFORM = sky130hd
export DESIGN_NAME = imm_gen
export DESIGN_NICKNAME = imm_gen
export VERILOG_FILES = /design/flow/design.v
export SDC_FILE = /design/flow/constraint.sdc
export NUM_CORES = 4
export LEC_CHECK = 1
export CORE_AREA = 10 10 70 70
export DIE_AREA = 0 0 80 80
--- ./constraint.sdc ---
current_design imm_gen

set clk_period 2.0
set clk_io_pct 0.2

create_clock -name clk0 -period $clk_period

set non_clock_inputs [all_inputs -no_clocks]
set_input_delay [expr $clk_period * $clk_io_pct] -clock clk0 $non_clock_inputs
set_output_delay [expr $clk_period * $clk_io_pct] -clock clk0 [all_outputs]
--- ./design.v ---
module imm_gen(
  input wire [24:0] inst,
  input wire [2:0] ImmSel,
  output reg [31:0] imm
);
always@(*)
begin
  case(ImmSel)
    3'h0:  
      imm = {{27{1'b0}}, inst[17:13]};
    3'h1:  
      imm = {{21{inst[24]}}, inst[23:13]};
    3'h2:  
      imm = {{21{inst[24]}}, inst[23:18], inst[4:0]};
    3'h3:  
      imm = {{20{inst[24]}}, inst[0], inst[23:18], inst[4:1], 1'b0};
    3'h4:  
      imm = {{12{inst[24]}}, inst[12:5], inst[13], inst[23:14], 1'b0};
    default:  
      imm = {inst[24:5], {12{1'b0}}};
  endcase
end
endmodule
--- ./run.sh ---
#!/bin/bash
# OpenROAD 26Q1-2900-gdf79404cd8, Yosys 0.63+post, stock flow scripts
make -C /OpenROAD-flow-scripts/flow DESIGN_CONFIG=/design/flow/config.mk WORK_HOME=/design/flow/orfs finish
==> flow_summary.ini <==
; synthesis and place-and-route metrics
[route]
dr.pass1.iters = 4
diodes = 0
ant_nets = 0
drt-initial-drc-count = 26
wl_um = 2746
vias_per_cell = 4.275
wl_per_cell_um = 14.23
drc = 0
vias = 825

[logic_synthesis]
top_area_share_pct = 21.78
yosys_warnings = 1
syn_area_um2 = 505.5
yosys_cells = 72
topCellsByArea = mux2i_1 (22%), o21ai_0 (19%), nor3b_1 (8.9%)
yosysSeqAreaShare_pct = 0
synth_cells = 72
synth.distinct_cells = 22
syn_area_per_cell_um2 = 7.021
yosysTopAreaCell = mux2i_1
synth_chip_area_um2 = 505.5

[timing]
finalClockPeriodUsage_pct = 99.57
slew_headroom_pct = 84.17
setup_viol = 0
final_hold_viol_count = 0
grt_setup_unrepaired = true
tightest_slew_ns = 0.2343
max_freq_mhz = 502.1
holdWs_ns = 1.415
layout_min_cycle_time_ns = 1.991
slew_viol_final = 0

[global_routing]
track_usage_pct = 8.151
grt-ovfl-total = 0
grt_pass1_vias = 864
antenna_found_initial = 0
grt_first_pass_wirelength_um = 4360
grt_max_degree = 20

[job]
cap_violations = 0
tool_warnings = 33

[pwr]
power_leakage_nw = 0.6743
ir_drop_mv = 0.06712
power-per-cell-area_nw_per_um2 = 202.3

[run_status]
status = finished, final reports clean

[layout]
lay_top_count = clkdlybuf4s50_1
seq_area_um2 = 0
flop-count = 0
final_cell_mix = clkdlybuf4s50_1 (29), dlygate4sd2_1 (24), buf_4 (16)
fillCellCount = 352
drive_gt1_share_pct = 26.53
finish.utilization_pct = 40.48
syn2layout_area_growth_pct = 173.5
nClkBuffers = 0

[worst_setup_path]
slowest_stage = clkdlybuf4s50_1
path_delay_family = buffers and inverters
critPathArrivalTime_ns = 1.59
critPathKind = input port to output pin
path_buffers = 3
cp_slowest_stage_delay_ns = 0.48
end_kind = output pin
critPathMaxFanout = 8
crit_path_start_kind = input port
crit_chain = buf_4 > bufbuf_16 > nand2b_4 > o21ai_1 > clkdlybuf4s50_1
required_ns = 1.60

[place]
gp_congestion = 0.7710
port_buffers = 60
dpl.hpwl_um = 2150

[floorplan]
std_cell_rows = 21
boundaryPins = 60
die_y_um = 80
die_area_um2 = 6400
die_w_um = 80
core_um2 = 3416
fp_util_pct = 14.80

[min_path]
hp-class = input port to output pin
## logic make-up (layout without fill, tap and decap cells)
logic type             after synthesis  in the layout  synth area share, %
AOI/OAI and AO/OA                   26             26                30.94
and+or+nand+nor                     25             25                32.42
muxes                               12             12                24.75
buffers and inverters                9             84                11.88
## path summary, 6_finish.rpt
kind / from / to / cells after the start / slack (ns)
setup / recovery: ImmSel[2] / imm[13] / 5 / 0.009
hold / removal: ImmSel[1] / imm[17] / 6 / 1.41
## power by group
part	internal, mW	switching [mW]
sequential	0	0
combinational	0.190	0.0897
clock	0	0
## metrics by stage
stage	total power [mW]	TNS (ns)	setup slack (ns)	cells	area, um^2
2_1_floorplan	0.07672	0	0.5452	72	505.5
3_3_place_gp	0.2736	-11.09	-0.3986	185	1245
3_5_place_dp	0.2759	-11.49	-0.4125	185	1245
4_1_cts	0.2815	0	0.01318	191	1348
5_1_grt	0.3076	-0.1094	-0.02999	193	1383
6_report	0.2797	0	0.008536	193	1383
## timing repair
action | 4_1_cts | 5_1_grt
gates cloned | 2 | 0
hold buffers | 0 | 0
pin swaps | 3 | 2
endpoints found under the setup margin | 32 | 12
buffers inserted | 4 | 2
gates resized | 60 | 7
## Yosys cell counts, drive strengths merged
cell type and count:
a211o 1, a21oi 1, a32o 4, buf 6, clkbuf 2, inv 1
mux2 1, mux2i 11, nand2 9, nand2b 2, nand3b 1, nand4bb 1
nor2 1, nor2b 2, nor3 1, nor3b 6, nor4bb 2, o21a 1
o21ai 19
## area by class of cell
type	instances	area, um^2	area share, %
Multi-Input combinational cell	63	499.2	36.11
Timing Repair Buffer	83	822.0	59.46
Tap cell	46	57.56	4.163
Inverter	1	3.754	0.2715
## layer usage
metal / track usage [%] / share of wire [%]
met5: 0 / 0
met4: 0 / 0
met3: 4.318 / 13
met2: 12.84 / 46
met1: 10.22 / 41
No activity file was given, so power comes from the tool's default toggle rates.
