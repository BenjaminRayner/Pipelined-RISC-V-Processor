`./config.mk`:
```
export PLATFORM = sky130hd
export DESIGN_NAME = branch_comp
export DESIGN_NICKNAME = branch_comp
export VERILOG_FILES = /design/flow/design.v
export SDC_FILE = /design/flow/constraint.sdc
export NUM_CORES = 4
export LEC_CHECK = 1
export CORE_AREA = 10 10 74 74
export DIE_AREA = 0 0 84 84
```
`./constraint.sdc`:
```
current_design branch_comp

set clk_period 2.5
set clk_io_pct 0.2

create_clock -name clk0 -period $clk_period

set non_clock_inputs [all_inputs -no_clocks]
set_input_delay [expr $clk_period * $clk_io_pct] -clock clk0 $non_clock_inputs
set_output_delay [expr $clk_period * $clk_io_pct] -clock clk0 [all_outputs]
```
`./design.v`:
```
module branch_comp(
  input wire [31:0] data_rs1,
  input wire [31:0] data_rs2,
  input wire BrUn,
  output wire BrEq,
  output wire BrLT
);
assign BrEq = (data_rs1 == data_rs2);
assign BrLT = ((BrUn && (data_rs1 < data_rs2)) || (!BrUn && ($signed(data_rs1) < $signed(data_rs2))));
endmodule
```
`./run.sh`:
```
#!/bin/bash
# OpenROAD 26Q1-2900-gdf79404cd8, Yosys 0.63+post, stock flow scripts
make -C /OpenROAD-flow-scripts/flow DESIGN_CONFIG=/design/flow/config.mk WORK_HOME=/design/flow/orfs finish
```
==> flow_summary.yaml <==
# synthesis and place-and-route metrics
worst_setup_path:
  cp_slowest_cell: "a221o_1"
  required_ns: 2.00
  startpoint: "data_rs2[27]"
  endpoint_kind: "output pin"
  crit_family: "AND-OR/OR-AND gates"
  critPathArrivalTime_ns: 2.00
  path_max_fanout: 2
  cp_cell_sequence: "buf_6 -> inv_4 -> ha_4 -> and2_4 -> a221o_1 -> a221oi_4 -> o221ai_2 -> o32ai_2 -> buf_2"
  slowest_delay_ns: 0.35
  start_kind: "input port"
  worst-path-buf-inv: 3
  critPathKind: "input port to output pin"
placed_design:
  dp_hpwl_um: 2530
  port-buffer-count: 67
  gp_congestion: 0.812
  placed_cells: 240
timing:
  slew_violations: 0
  setup_slack_ns: -0.00403
  tns_ns: -0.00403
  hold_viol_final: 0
  final.period_utilization_pct: 100
  tightest_slew_ns: 0.248
  relSlewSlack_pct: 83.5
  fmax_mhz: 399
  rsz0062_at_grt: "true"
  min_period_ns: 2.50
  whs_ns: 1.50
  setup_viol: 1
final_layout:
  area_growth_pct: 135
  fin_cells: 246
  flop_area_um2: 0
  seq_cells: 0
  final.fill_count: 375
  logic_area_um2: 1060
  fin_util_pct: 48.2
  clkbuf_count: 0
  drive_gt1_share_pct: 53.6
global_routing:
  grt_max_degree: 4
  grt_pass1_wl_um: 4890
  grt_use_total_pct: 7.90
  grt_pass1_vias: 1114
  gr-total-overflow: 0
  grt_antenna_before_repair: 0
min_path:
  hold_class: "input port to output pin"
  worstHoldStart: "data_rs1[31]"
  min_to: "BrLT"
  holdPathStages: 6
routing:
  drc: 0
  drtPass1Iterations: 2
  antenna_left: 0
  detail_route.vias_per_cell: 4.28
  wl_per_cell_um: 11.8
  drt_iter0_drc: 5
  drt-total-wl_um: 2900
  num_antenna_cells: 0
  num_vias: 1052
flow_run:
  warnings: 34
  maxCapViolations: 0
yosys:
  area_leaders: "ha_1 49%, inv_1 15%, a21oi_1 6.1%, nand4_1 4.6%, nand2_1 3.2%"
  yosysUniqueCellTypes: 22
  yosysWarnings: 0
  synth_top_cell_by_count: "inv_1"
  yosys.stat.seqShare_pct: 0
  syn-cell-area_um2: 815
  yosys-top-cells-count: "33 x inv_1, 32 x ha_1, 10 x a21oi_1"
  ys_cells: 112
  yosys_area_um2: 815
  postSynthCellCount: 112
  synth_area_per_cell_um2: 7.27
  synth_top_area_share_pct: 49.2
  synth_area_leader_cell: "ha_1"
outcome:
  violations: "setup timing"
  status: "complete, but fails checks"
power:
  power.total_uw: 288
  vdd_drop_max_v: 0.0000587
  leakagePower_nw: 0.916
  power_density_nw_per_um2: 150
floorplanning:
  die_width_um: 84
  die_y_um: 84
  io_pins: 67
  die-area_um2: 7060
  rows: 23
  core_um2: 3970
  fp_util_pct: 20.5
## worst max-delay path by stage
stage	endpoint	slack [ns]	cells past startpoint
after CTS	BrLT	-0.01	9
after global routing	BrLT	-0.12	9
final	BrLT	-0.004	9
## placed cells by master, fill, tap and decap left out, drive strengths merged
| cell type | netlist | final |
|---|---|---|
| buf | 0 | 37 |
| a21boi | 1 | 1 |
| a221oi | 2 | 2 |
| o32ai | 1 | 1 |
| ha | 32 | 32 |
| dlygate4sd2 | 0 | 19 |
| nor3 | 1 | 1 |
| nor2 | 2 | 2 |
| a21o | 2 | 2 |
| nor2b | 1 | 1 |
| o211ai | 1 | 1 |
| nand4 | 6 | 6 |
| and4 | 1 | 1 |
| o221ai | 1 | 1 |
| a221o | 2 | 2 |
| nand2 | 7 | 7 |
| nand3 | 4 | 4 |
| a21oi | 10 | 10 |
| o31a | 1 | 1 |
| nor4 | 1 | 1 |
| clkdlybuf4s50 | 0 | 8 |
| and2 | 1 | 1 |
| clkdlybuf4s15 | 0 | 13 |
| o21ai | 2 | 2 |
| inv | 33 | 33 |
| clkbuf | 0 | 7 |
## layout make-up
cell class	count	share of cell area [%]
inverter	33	6.74
multi-input combinational	79	55.5
timing repair buffer	84	34.5
tap	50	3.27
## through the flow
| step | instance area [um2] | setup slack [ns] |
|---|---|---|
| global placement | 1630 | -0.873 |
| global route | 1910 | -0.124 |
| finish | 1910 | -0.00403 |
| detailed placement | 1630 | -0.875 |
| CTS | 1920 | -0.00996 |
| floorplan | 815 | 0.227 |
## kinds of logic after synthesis
kind of cell | share of synthesized area, %
adder cells (fa/ha/maj) | 49.2
AND-OR/OR-AND | 20.4
buffers and inverters | 15.2
AND/OR/NAND/NOR | 15.2
## timing repair
| item | 4_1_cts | 5_1_grt |
|---|---|---|
| resized | 192 | 13 |
| setup buffers | 6 | 1 |
| setup endpoints to repair | 2 | 2 |
| hold buffers | 0 | 0 |
| pin swaps | 49 | 7 |
## report_power, final
part | switching (mW) | internal (mW) | total, mW
Sequential | 0 | 0 | 0
Combinational | 0.116 | 0.172 | 0.288
Clock | 0 | 0 | 0
Total | 0.116 | 0.172 | 0.288
## layer usage
metal / vias to the layer above / wire (um) / GRT usage (%)
li1: 563 / - / -
met1: 451 / 1320 / 10.0
met2: 38 / 1360 / 13.9
met3: 0 / 220 / 1.97
met4: 0 / 0 / 0
met5: - / 0 / 0
Power figures rest on the tool's default switching activity, not on a simulated workload.
