<file path="flow/design.v">
module alu(
  input wire [3:0] ALUSel,
  input wire [31:0] ALU1,
  input wire [31:0] ALU2,
  output reg [31:0] ALUout
);
always@(*)
begin
  case(ALUSel)
    4'h0:  
      ALUout = $signed(ALU1) - $signed(ALU2);
    4'h1:  
      ALUout = $signed(ALU1) + $signed(ALU2);
    4'h2:  
      ALUout = ALU1 << ALU2[4:0];
    4'h3:  
      ALUout = ($signed(ALU1) < $signed(ALU2)) ? 1 : 0;
    4'h4:  
      ALUout = (ALU1 < ALU2) ? 1 : 0;
    4'h5:  
      ALUout = ALU1 ^ ALU2;
    4'h6:  
      ALUout = $signed(ALU1) >>> ALU2[4:0];
    4'h7:  
      ALUout = ALU1 >> ALU2[4:0];
    4'h8:  
      ALUout = ALU1 | ALU2;
    4'h9:  
      ALUout = ALU1 & ALU2;
    default:  
      ALUout = ALU2;
  endcase
end
endmodule
</file>
<file path="flow/run.sh">
#!/bin/bash
# OpenROAD 26Q1-2900-gdf79404cd8, Yosys 0.63+post, stock flow scripts
make -C /OpenROAD-flow-scripts/flow DESIGN_CONFIG=/design/flow/config.mk WORK_HOME=/design/flow/orfs finish
</file>
<file path="flow/constraint.sdc">
current_design alu

set clk_period 19.9
set clk_io_pct 0.2

create_clock -name clk0 -period $clk_period

set non_clock_inputs [all_inputs -no_clocks]
set_input_delay [expr $clk_period * $clk_io_pct] -clock clk0 $non_clock_inputs
set_output_delay [expr $clk_period * $clk_io_pct] -clock clk0 [all_outputs]
</file>
<file path="flow/config.mk">
export PLATFORM = sky130hd
export DESIGN_NAME = alu
export DESIGN_NICKNAME = alu
export VERILOG_FILES = /design/flow/design.v
export SDC_FILE = /design/flow/constraint.sdc
export NUM_CORES = 4
export LEC_CHECK = 1
export CORE_UTILIZATION = 40
</file>
==> metrics.sh <==
RUN_STATUS='finished clean'
DIE_HEIGHT_MICRONS=152
VIAS_PER_CELL=6.70
POST_DRT_WL_PER_CELL_MICRONS=26.0
TIMING_WORST_SETUP_PATH_TYPE='primary input to primary output'
TIMING.HOLD.WORST_PATH_DEPTH=4
SYNTHESIS.YOSYS.WARNINGS=1
GRT_USE_MET2_PCT=54.6
COUNT_OF_INSTANTIATED_CELLS_IN_THE_YOSYS_NETLIST=1276
CRITPATHLAUNCH='ALU2[4]'
GRT_ANTENNA_BEFORE_REPAIR=0
GR-USAGE-ALL-LAYERS_PCT=36.6
YS_AREA_SQ_UM=8960
DETAIL_ROUTE.ANTENNA_DIODES=0
DRV.MAX_CAP_VIOLATION_COUNT=0
POWER.DENSITY_nW_PER_UM2=30.4
POST_CTS_SIZING_COUNT=0
GLOBALROUTE.TOTALOVERFLOW=0
CLOCK_BUFFER_COUNT=0
MAX_FREQ_MHz=79.8
DETAIL-ROUTE-ANTENNA-NETS=0
POST_SYNTH.CELL_AREA_AVG_SQ_UM=7.02
WORST_SLEW_MARGIN_REL_PCT=46.7
DESIGN.PORTCOUNT=100
INSTANCES_NO_FILL=1579
WORST_SLEW_PIN_SLEW_NS=0.788
WORST-PATH-MAX-FANOUT=50
SETUP_VIOL=0
HOLDCRITPATHCLASS='primary input to primary output'
DETAILROUTE.VIA_COUNT=10600
POSTSYNTHCELLCOUNT=1276
VDD_DROP_MAX_mV=0.0104
MOSTFREQUENTLAYOUTCELLS='sky130_fd_sc_hd__nor2_1, sky130_fd_sc_hd__a21oi_1, sky130_fd_sc_hd__inv_1, sky130_fd_sc_hd__o21ai_0, sky130_fd_sc_hd__ha_1'
INITIALDRTVIOLATIONCOUNT=1129
GRT_UTIL_MET1_PCT=56.3
NUMPLACEDINSTANCES=1579
GLOBAL_ROUTE.PEAK_USAGE_LAYER='met1'
FP-UTILIZATION_PCT=40.9
REQUIRED_NS=15.92
WORSTSETUPENDPOINTTYPE='primary output'
LAYOUT_TOP_CELL='sky130_fd_sc_hd__nor2_1'
SYNTH_CELL_TYPE_COUNT=79
DIE_X_SIZE_MICRONS=152
SYNTH.LARGEST_AREA_CELL='sky130_fd_sc_hd__mux4_2'
ROWS=54
MAPPEDNETLISTAREA_SQ_UM=8960
GRT_SETUP_UNREPAIRED='no'
CTS-HOLD-FIX-BUFFERS=0
DPL.HPWL_MICRONS=31800
FIRSTDRTPASSITERS=6
FIRST_GLOBAL_VIAS=9636
CORE_REGION_AREA_SQ_UM=21900
NETLIST.AREA_LEADER.SHARE_PCT=14.8
REMAINING_DRC_ERRORS=0
GRT_START_MAX_NET_PINS=70
TOTAL_NEGATIVE_SLACK_NS=0
TIMING.FINAL.HOLD_VIOLATIONS=0
ROUTED_WL_MICRONS=41000
NUMPORTBUFFERS=100
USE_MET3_PCT=5.22
YS_TOP_CELLS_BY_AREA='sky130_fd_sc_hd__mux4_2, sky130_fd_sc_hd__ha_1, sky130_fd_sc_hd__a21oi_1'
FINALCRITPERIODSHARE_PCT=63.0
WIRE_LENGTH_OF_THE_FIRST_GLOBAL_ROUTING_PASS_MICRONS=60800
AREA_GROWTH_SYN_TO_LAYOUT_PCT=12.1
TIMING.CRITICAL_PATH.TO='ALUout[31]'
TIMING.CRITICAL_PATH.FROM_TYPE='primary input'
FINALMAXSLEWVIOLATIONS=0
SYNTH.YOSYS.SEQ_AREA_SHARE_PCT=0
CP_DATA_ARRIVAL_TIME_NS=8.55
FINALCRITICALPERIOD_NS=12.53
TOTAL_LEAKAGE_POWER_uW=0.00401
OPENROAD.WARNINGS=97
POSTCTSSETUPBUFFERS=0
LAYOUT.FILLER_CELLS=2283
GPL.FINAL_WEIGHTED_CONGESTION=1.08
FINAL_LAYOUT_SIZE_SUFFIX_GT1_SHARE_PCT=9.31
DIE_AREA_SQ_UM=23000
FINAL-SEQ-AREA_SQ_UM=0
SEQ_CELLS=0
power breakdown:
part           switching (uW)  internal [uW]  leakage (uW)
logic                     182            124       0.00401
clock network               0              0             0
registers                   0              0             0
total                     182            124       0.00401
per-stage QoR:
stage | hold slack, ns | worst slack [ns] | area (sq um) | power, uW | util [%]
finish | 8.98 | 7.37 | 10000 | 305 | 45.9
global route | 9.04 | 6.98 | 10000 | 327 | 45.9
CTS | 8.98 | 7.47 | 10000 | 298 | 45.9
detailed placement | 8.98 | 7.49 | 10000 | 295 | 45.9
global placement | 8.97 | 7.56 | 10000 | 298 | 45.9
floorplan | 8.04 | 8.60 | 8960 | 188 | -
final cells by class:
class,instances,area [sq um],share of cell area [%]
inverter,105,394,3.92
multi-input combinational,1067,8120,80.8
timing repair buffer,127,1180,11.8
tap,280,350,3.49
cells by family (layout without fill, tap and decap cells):
kind of cell	count (synthesis)	after routing	synth area share (%)
buf+inv	209	232	9.55
simple gates	368	368	18.9
compound gates	464	464	34.5
fa+ha+maj	99	99	14.0
mux	105	105	20.1
xor+xnor	31	31	3.03
critical path: stages:
cell                              delay [ns]
sky130_fd_sc_hd__buf_2                  0.07
sky130_fd_sc_hd__buf_4                  0.41
sky130_fd_sc_hd__clkinv_1               0.51
sky130_fd_sc_hd__ha_1                   0.57
sky130_fd_sc_hd__a2111o_1               0.48
sky130_fd_sc_hd__a211oi_1               0.40
sky130_fd_sc_hd__nor3_1                 0.16
sky130_fd_sc_hd__o21ai_0                0.47
sky130_fd_sc_hd__a31oi_1                0.20
sky130_fd_sc_hd__xnor2_1                0.16
sky130_fd_sc_hd__a2111oi_0              0.55
sky130_fd_sc_hd__a22oi_1                0.13
sky130_fd_sc_hd__clkdlybuf4s50_1        0.43
cell usage after synthesis (all sizes together) (12+ instances only):
master  number
nor2       147
a21oi      118
o21ai      104
inv        102
ha          97
nand2       94
clkbuf      65
mux4        59
mux2i       40
buf         39
a22oi       33
a211oi      27
xnor2       27
o211ai      25
nor3        23
o31ai       22
a221oi      19
nor2b       16
nand3       13
nor4        13
o21bai      12
routing by layer:
metal / routed length (microns) / vias up
met3: 4080 / 52
li1: - / 4830
met1: 18300 / 5067
met5: 0 / -
met4: 868 / 0
met2: 17800 / 635
how the worst min path moves through the flow:
stage,startpoint,to,slack [ns]
4_1_cts,ALU2[28],ALUout[28],8.98
5_1_grt,ALU2[25],ALUout[25],9.04
6_report,ALU2[28],ALUout[28],8.98
Power is estimated from default activity; no workload was simulated.
